[./config.mk]
export PLATFORM = sky130hd
export DESIGN_NAME = ID_EX
export DESIGN_NICKNAME = ID_EX
export VERILOG_FILES = /design/flow/design.v
export SDC_FILE = /design/flow/constraint.sdc
export NUM_CORES = 4
export LEC_CHECK = 1
export CORE_UTILIZATION = 30
[./constraint.sdc]
current_design ID_EX

set clk_period 1.0
set clk_io_pct 0.2

create_clock -name clk0 -period $clk_period [get_ports {clk_i}]

set non_clock_inputs [all_inputs -no_clocks]
set_input_delay [expr $clk_period * $clk_io_pct] -clock clk0 $non_clock_inputs
set_output_delay [expr $clk_period * $clk_io_pct] -clock clk0 [all_outputs]
[./design.v]
module ID_EX
(
    clk_i,
    start_i,
    RegWrite_i,
    MemtoReg_i,
    MemRead_i,
    MemWrite_i,
    ALUOp_i,
    ALUSrc_i,
    data1_i,
    data2_i,
    Imm_i,
    funct_i,
    RS1addr_i,
    RS2addr_i,
    RDaddr_i, 
    RegWrite_o,
    MemtoReg_o,
    MemRead_o,
    MemWrite_o,
    ALUOp_o,
    ALUSrc_o,
    data1_o,
    data2_o,
    Imm_o,
    funct_o,
    RS1addr_o,
    RS2addr_o,
    RDaddr_o, 
);
input   clk_i;
input   start_i;
input   RegWrite_i;
input   MemtoReg_i;
input   MemRead_i;
input   MemWrite_i;
input   [1:0]   ALUOp_i;
input   ALUSrc_i;
input   [31:0]  data1_i;
input   [31:0]  data2_i;
input   [31:0]  Imm_i;
input   [9:0]   funct_i;
input   [4:0]   RS1addr_i;
input   [4:0]   RS2addr_i;
input   [4:0]   RDaddr_i;
output   RegWrite_o;
output   MemtoReg_o;
output   MemRead_o;
output   MemWrite_o;
output  [1:0]   ALUOp_o;
output  ALUSrc_o;
output  [31:0]  data1_o;
output  [31:0]  data2_o;
output  [31:0]  Imm_o;
output  [9:0]   funct_o;
output  [4:0]   RS1addr_o;
output  [4:0]   RS2addr_o;
output  [4:0]   RDaddr_o;
reg             RegWrite_o;
reg             MemtoReg_o;
reg             MemRead_o;
reg             MemWrite_o;
reg     [1:0]   ALUOp_o;
reg             ALUSrc_o;
reg     [31:0]  data1_o; 
reg     [31:0]  data2_o;
reg     [31:0]  Imm_o;
reg     [9:0]   funct_o;
reg     [4:0]   RS1addr_o;
reg     [4:0]   RS2addr_o;
reg     [4:0]   RDaddr_o;
always@(posedge clk_i) begin
    if(start_i)begin
        RegWrite_o <= RegWrite_i;
        MemtoReg_o <= MemtoReg_i;
        MemRead_o <= MemRead_i;
        MemWrite_o <= MemWrite_i;
        ALUOp_o <= ALUOp_i;
        ALUSrc_o <= ALUSrc_i;
        data1_o <= data1_i;
        data2_o <= data2_i;
        Imm_o <= Imm_i;
        funct_o <= funct_i;
        RS1addr_o <= RS1addr_i;
        RS2addr_o <= RS2addr_i;
        RDaddr_o <= RDaddr_i;
    end
end
endmodule
[./run.sh]
#!/bin/bash
# OpenROAD 26Q1-2900-gdf79404cd8, Yosys 0.63+post, stock flow scripts
make -C /OpenROAD-flow-scripts/flow DESIGN_CONFIG=/design/flow/config.mk WORK_HOME=/design/flow/orfs finish
==> results_slide.txt <==
Flow Results at a Glance

Synthesis
  – Yosys top cell by area: edfxtp_1
  – Top cells, area: edfxtp_1 100%
  – Ys flops: 128
  – Yosys cell count: 128
  – Mapped Avg Cell Area: 30.0 µm²
  – Top cell area share: 1.00
  – Netlist Area Pre-Place: 3840 µm²
  – Register share after synthesis: 1.00
  – Post-Synthesis Cells: 128
  – Yosys Chip Area: 3840 µm²
  – Number of synthesis warnings: 1
  – Distinct cells, synth: 1

Power
  – Peak VDD IR: 0.00154 V
  – Pwr/cell area: 2090 nW/µm²
  – Total power: 14,000 µW
  – NetSw: 2510 µW
  – Sw Ratio: 0.180
  – Lkg Pwr: 0.00260 µW
  – Combinational power share: 0.068
  – Power share of the sequential group: 0.462
  – Clock power share: 0.470
  – Power Internal: 11,500 µW

Setup path
  – Critical Path AT: 940 ps
  – Worst setup EP type: primary output
  – Crit-path max FO: 1
  – Startpoint Class: register
  – Slowest cell on crit path: edfxtp_1
  – CP Cell Sequence: buf_2
  – Worst Path Buf+Inv: 1
  – Max incr delay on CP: 390 ps
  – Worst EP required: 800 ps
  – Crit path kind: reg2out
  – Largest delay contributor family on the critical path: flip-flops

Timing
  – Hold_ws: 284 ps
  – Setup violators final: 128
  – Worst slew pin tran: 222 ps
  – RSZ-0062 raised after global routing: yes
  – Hold Fails Final Rpt: 0
  – Fin. max-slew vios: 0
  – Fin crit share: 1.14
  – Setup ws final: -143 ps
  – Relative slew slack: 0.852
  – Crit path time final: 1140 ps
  – Final setup TNS: -10,400 ps
  – Max Fclk: around 880 MHz

Clock network
  – H-tree Lvls: 4
  – Setup bufs post-CTS: 0
  – CTS tree: yes
  – Clock slew at reported path FFs: 60 ps
  – Total CTS buffers: 17
  – CTS Root Cell: clkbuf_16
  – CTS Buffer Depth: 2
  – Clock Sinks: 128

Global route
  – M1 GR Usage: 0.187
  – Largest net degree at the start of global routing: 41
  – Gr usage total: 0.140
  – Met2 Use GR: 0.215
  – Remaining Overflow, GRT: 0
  – GR peak layer: met2
  – GR Layer Usage met3: 0.0777
  – Number of global-route vias before repair: between 2,000 and 2,500
  – Initial antenna violation count: 0
  – First-pass GRT wire length: 12.8 mm

Drt
  – Total Routed Length: ~8.9 mm
  – Drt pass-1 iters: 3
  – Routed Antenna Nets: 0
  – Vias: 2,344
  – # DRC: 0
  – Drt initial violations: 136
  – Vias/cell: 3.97
  – Routed length per placed instance: around 15 µm
  – N_diodes: 0

Cells and area
  – Multi-input gates: 0
  – Layout area overhead: 74.3%
  – Logic area: 0 µm²
  – Fill cells: 1,036
  – Register Area: 3840 µm²
  – Share of post-route cells with drive strength above 1: 0.393
  – Final core utilization: 0.547

Floorplanning
  – Row count: 40
  – Ports: 258
  – Die Span Y: 115 µm
  – Die width: 115 µm
  – FP Core Util: 0.313
  – Chip area: 13,300 µm²
  – Core Box Area: 12,300 µm²

Place
  – Routability cong.: 0.792
  – Pre-CTS WS: -3.73 ps
  – I/O Buffers: 257
  – Post-detail-place hpwl: 6.45 mm

Flow run
  – Tool warnings: 27
  – Max Cap Viol: 0

Min path
  – Hold Crit Class: in2reg

Outcome
  – Status: finished with violations
  – Failing checks: negative setup slack
[through the flow]
step | instance area (µm²) | std cells
floorplan | 3840 | 128
finish | 6700 | 590
detailed placement | 6700 | 558
CTS | 6700 | 590
global route | 6700 | 590
global placement | 6700 | 558
[cell type report]
type | instances | share of cell area
Timing Repair Buffer | 262 | 0.299
Clock buffer | 17 | 0.0635
Sequential cell | 128 | 0.574
Clock inverter | 15 | 0.0325
Tap cell | 168 | 0.0314
[worst paths after layout]
kind | slack, ps | end | startpoint | cells past startpoint
hold / removal | 280 | data2_o[27] | start_i | 2
setup / recovery | -140 | data1_o[0] | data1_o[0] | 1
[Yosys cell counts]
cell type and instances:
edfxtp_1 128
[kinds of logic after synthesis]
group,after synthesis,synth area share
DFF,128,1.00
[power by group through the flow]
| stage | combinational [µW] | sequential [µW] | clock [µW] |
|---|---|---|---|
| final | 950 | 6460 | 6580 |
| after global routing | 1040 | 6500 | 6960 |
| after CTS | 975 | 6470 | 6750 |
[cells in the final DEF (no fill, tap or decap)]
| master | n |
|---|---|
| clkdlybuf4s50_1 | 128 |
| clkinvlp_4 | 4 |
| buf_12 | 3 |
| bufinv_16 | 5 |
| clkinv_4 | 2 |
| clkinv_2 | 4 |
| edfxtp_1 | 128 |
| buf_4 | 3 |
| clkbuf_16 | 17 |
| buf_2 | 128 |
[per-layer routing]
layer	wire [µm]	up-vias
li1	-	1095
met1	3010	1090
met2	4470	147
met3	1270	12
met4	175	0
met5	0	-
[flip-flops by register name (all words and copies together), names as in the netlist]
register and cells:
RS1addr_o 5, ALUOp_o 2, Imm_o 32, data2_o 32, RDaddr_o 5, data1_o 32
MemtoReg_o 1, ALUSrc_o 1, RS2addr_o 5, RegWrite_o 1, funct_o 10, MemWrite_o 1
MemRead_o 1
[what timing repair did]
item / in CTS / in global routing
setup endpoints to repair: 128 / 128
cloned: 0 / 0
pin swaps: 0 / 0
hold buffers: 0 / 0
gates resized: 398 / 0
Power is estimated from default activity; no workload was simulated.
