--- /design/flow/config.mk ---
export PLATFORM = sky130hd
export DESIGN_NAME = IF_ID
export DESIGN_NICKNAME = IF_ID
export VERILOG_FILES = /design/flow/design.v
export SDC_FILE = /design/flow/constraint.sdc
export NUM_CORES = 4
export LEC_CHECK = 1
export CORE_UTILIZATION = 50
--- /design/flow/constraint.sdc ---
current_design IF_ID

set clk_period 2.9
set clk_io_pct 0.2

create_clock -name clk0 -period $clk_period [get_ports {clk_i}]

set non_clock_inputs [all_inputs -no_clocks]
set_input_delay [expr $clk_period * $clk_io_pct] -clock clk0 $non_clock_inputs
set_output_delay [expr $clk_period * $clk_io_pct] -clock clk0 [all_outputs]
--- /design/flow/design.v ---
module  IF_ID
(
    clk_i,
    start_i,
    Stall_i,
    Flush_i,
    instr_i,
    PC_i,
    instr_o,
    PC_o
);
input   clk_i;
input   start_i;
input   Stall_i;
input   Flush_i;
input   [31:0]  instr_i;
input   [31:0]  PC_i;
output  [31:0]  instr_o;
output  [31:0]  PC_o;
reg     [31:0]  instr_o;
reg     [31:0]  PC_o;
always@(posedge clk_i)begin
    if(Flush_i)begin
        instr_o = 32'b0;
        PC_o = 32'b0;
    end
    else if(start_i && !Stall_i)begin
        instr_o = instr_i;
        PC_o = PC_i;
    end
end
endmodule
--- /design/flow/run.sh ---
#!/bin/bash
# OpenROAD 26Q1-2900-gdf79404cd8, Yosys 0.63+post, stock flow scripts
make -C /OpenROAD-flow-scripts/flow DESIGN_CONFIG=/design/flow/config.mk WORK_HOME=/design/flow/orfs finish
==> flow_metrics.py <==
# Metrics from the implementation run
metrics = {
    "status": {
        "status": "completed",
    },
    "routing": {
        "vias": 2502,
        "post_drt_wl_per_cell_um": 14.4,
        "drc": 0,
        "first_pass_iters": 4,
        "drt-total-wl_mm": 6.90,
        "vias_per_cell": 5.23,
        "diodes": 0,
        "drt_iter0_drc": 130,
        "final_antenna_net_count": 0,
    },
    "setup_path": {
        "worstReg2RegStart": "instr_o[6]",
        "ff2ff_path_depth": 2,
        "slowest_delay_ns": 0.51,
        "critPathKind": "reg2out",
        "r2r_slack_ns": 2.32,
        "cp.depth": 1,
        "crit_slowest_cell": "clkdlybuf4s50_1",
        "worstPathRequired_ns": 2.32,
        "startpoint": "PC_o[11]",
        "crit_end": "PC_o[11]",
        "cp-start-kind": "flip-flop",
        "rr_endpoint": "instr_o[6]",
        "crit_fanout": 2,
        "critPathArrivalTime_ns": 1.17,
        "endpoint_kind": "output pin",
        "crit_buf_inv": 1,
        "critPathTopFamily": "buffers and inverters",
        "path_cells": "clkdlybuf4s50_1",
    },
    "synth": {
        "synth_flops": 64,
        "yosysCellCount": 292,
        "syn_area_per_cell_um2": 10.2,
        "synthesis.instances": 292,
        "ys_warn_count": 1,
        "synth_cell_types": 10,
        "ys_chip_area_um2": 2990,
        "postSynthSeqShare_pct": 42.8,
        "syn_area_um2": 2990,
    },
    "clocking": {
        "htreeDepth": 3,
        "cts_resized": 0,
        "postCtsSetupBuffers": 0,
        "max-clock-path-buffers": 2,
        "clkTransAtPathRegs_ns": 0.07,
        "cts_inserted_buffers": 9,
        "cts_tree": "built",
        "clkLatencyLatePin_ns": 0.33,
        "holdBufCountCts": 0,
        "cts_sinks": 64,
        "cts_root_buf": "clkbuf_8",
    },
    "global_routing": {
        "grt_max_degree": 129,
        "grt_use_met1_pct": 32.0,
        "grt_pass1_wl_mm": 10.8,
        "top_usage_layer": "met2",
        "antenna_found_initial": 0,
        "grt_usage_pct": 22.1,
        "grt_pass1_vias": 2318,
        "met2_usage_pct": 34.1,
        "grtUsageMet3_pct": 7.93,
        "grt.overflow.total": 0,
    },
    "power_and_ir_drop": {
        "peakVddDrop_mv": 0.396,
        "p_per_area_nw_per_um2": 449,
        "p_leak_nw": 1.48,
    },
    "run": {
        "cap_violations": 0,
        "warnings": 29,
    },
    "final_timing": {
        "tightestPinTransition_ns": 0.650,
        "layout_min_cycle_time_ns": 1.75,
        "hold_viol_final": 0,
        "relSlewSlack_pct": 56.7,
        "slew_violations": 0,
        "finalClockSkew_ns": 0,
        "finalCritPeriodShare_pct": 60.3,
        "rsz0062_at_grt": "no",
        "max_freq_mhz": 572,
        "setup_viol": 0,
        "fin_tns_setup_ns": 0,
    },
    "floorplan": {
        "chip_area_um2": 6300,
        "num_rows": 27,
        "die_w_um": 79.4,
        "chipHeight_um": 79.4,
        "core-area_um2": 5640,
        "io_pins": 132,
        "initCoreUtil_pct": 53.0,
    },
    "layout": {
        "drive_gt1_share_pct": 6.40,
        "final_util_pct": 77.4,
        "n_fill_cell": 395,
        "area_growth_pct": 45.9,
        "layout_top_cell": "clkdlybuf4s50_1",
        "lay_top_cells": "clkdlybuf4s50_1, dfxtp_1, nand2b_1, nand4bb_1, o21ai_1",
    },
    "placed_design": {
        "port_buffers": 131,
        "dp_hpwl_mm": 4.11,
        "gp_congestion": 0.747,
    },
    "hold_path": {
        "min-delay-start": "PC_o[25]",
        "hp-class": "reg2reg",
    },
}
-- power breakdown --
group | internal, mW | switching (mW) | leakage [nW] | total (mW)
Sequential | 0.923 | 0.0220 | 0.524 | 0.945
Combinational | 0.213 | 0.0976 | 0.860 | 0.311
Clock | 0.390 | 0.313 | 0.0935 | 0.703
-- metal layers --
layer  wire length, um  vias up
li1                  -     1268
met1              3240     1146
met2              3000       83
met3               596        5
met4                59        0
met5                 0        -
-- area by class of cell --
cell class / count / area, um2 / area share, %
timing repair buffer: 136 / 1350 / 30.8
multi-input combinational: 193 / 1470 / 33.7
tap: 72 / 90.1 / 2.06
clock buffer: 13 / 179 / 4.10
sequential: 64 / 1280 / 29.3
-- through the flow --
stage / instance area [um2] / total power [mW] / setup slack (ns) / hold slack [ns] / instances
after floorplan: 2990 / 1.10 / 1.74 / 0.427 / 292
after global placement: 4190 / 1.27 / 1.13 / 0.451 / 465
after detailed placement: 4190 / 1.27 / 1.15 / 0.455 / 465
after CTS: 4370 / 1.97 / 1.15 / 0.466 / 478
after global routing: 4370 / 2.04 / 1.09 / 0.477 / 478
final: 4370 / 1.96 / 1.15 / 0.462 / 478
-- how the worst min path moves through the flow --
stage / end / slack (ns) / depth (start not counted)
finish: PC_o[25] / 0.46 / 2
global route: PC_o[7] / 0.48 / 2
CTS: PC_o[25] / 0.47 / 2
-- flip-flops by register name, indices dropped and copies added (netlist names) --
name,cells
PC_o,32
instr_o,32
-- cells in the mapped netlist --
library cell / count / area share (%)
buf_6: 11 / 4.1
buf_2: 18 / 3.0
o21ai_1: 60 / 10
clkbuf_2: 5 / 0.84
nand2b_1: 64 / 13
o21ai_2: 4 / 1.2
buf_4: 1 / 0.25
nand4bb_1: 64 / 24
nor2b_2: 1 / 0.29
dfxtp_1: 64 / 43
-- logic make-up (layout without fill, tap and decap cells) --
| kind of cell | count (synthesis) | count (layout) | share of synthesized area, % |
|---|---|---|---|
| buffers and inverters | 35 | 149 | 8.24 |
| AND-OR/OR-AND | 64 | 64 | 11.2 |
| flip-flops | 64 | 64 | 42.8 |
| AND/OR/NAND/NOR | 129 | 129 | 37.8 |
No activity file was given, so power comes from the tool's default toggle rates.
